$ cat ./design.v
`timescale 1ns / 1ps
module Single_Port_RAM_64x8bit(
    input [7:0] data,
    input [5:0] addr,
    input we,
    input clk,
    output [7:0] q
    );
	reg [7:0] ram [63:0];
	reg [5:0] addr_reg;
	always @(posedge clk) begin
	if(we)
		ram[addr] <= data;
	else
		addr_reg <= ram[addr];
	end
	assign q = ram[addr_reg];
endmodule
$ cat ./run.sh
#!/bin/bash
# OpenROAD 26Q1-2900-gdf79404cd8, Yosys 0.63+post, stock flow scripts
make -C /OpenROAD-flow-scripts/flow DESIGN_CONFIG=/design/flow/config.mk WORK_HOME=/design/flow/orfs finish
$ cat ./config.mk
export PLATFORM = sky130hd
export DESIGN_NAME = Single_Port_RAM_64x8bit
export DESIGN_NICKNAME = Single_Port_RAM_64x8bit
export VERILOG_FILES = /design/flow/design.v
export SDC_FILE = /design/flow/constraint.sdc
export NUM_CORES = 4
export LEC_CHECK = 1
export CORE_UTILIZATION = 50
$ cat ./constraint.sdc
current_design Single_Port_RAM_64x8bit

set clk_period 9.9
set clk_io_pct 0.2

create_clock -name clk0 -period $clk_period [get_ports {clk}]

set non_clock_inputs [all_inputs -no_clocks]
set_input_delay [expr $clk_period * $clk_io_pct] -clock clk0 $non_clock_inputs
set_output_delay [expr $clk_period * $clk_io_pct] -clock clk0 [all_outputs]
==> summary.txt <==
yosys + openroad results -> cell count listed in synth_stat.txt=1,316, area of the core region=45,700 sq um, aggregate global-route resource usage=33.9%, top area cells in the synthesized netlist=sky130_fd_sc_hd__edfxtp_1 (67%), sky130_fd_sc_hd__mux4_2 (15%), sky130_fd_sc_hd__mux2i_1 (3.1%), Pint=3860 uW, category of the critical setup timing path=reg2out, average wire per standard cell=34.6 microns, clk sink count=518, post-synthesis instance area=23,300 sq um, switching share of power=23.5%, Critical Path Sink Type=primary output, total via count after detailed routing=13,900, launch point of the critical path=addr_reg[4], number of synthesized flops with an enable pin=518, worst vdd rail ir drop=147 uV, number of rows in the core area=78, clk ins delay skew pair=610 ps, average instance area after synthesis=17.7 sq um, number of buffers created by CTS=53, vias in the first global route=15,000, most instantiated cells after synthesis=sky130_fd_sc_hd__edfxtp_1 (518), sky130_fd_sc_hd__mux4_2 (152), sky130_fd_sc_hd__nor2_1 (94), sky130_fd_sc_hd__mux2i_1 (73), sky130_fd_sc_hd__o22ai_1 (43), routability-driven placement congestion ratio=0.992, H-tree depth=2, number of inserted filler cells in the final layout=3,424, DRC viols=0, share of async-settable or async-resettable flops after synthesis=0%, sequential share of power=48.5%, Die W=218 microns, Yosys top cell by area=sky130_fd_sc_hd__edfxtp_1, number of ports placed on the die boundary=24, peak clock frequency supported by timing=163 MHz, share of power burned in combinational logic=10.5%, required time worst endpoint=7920 ps, nature of the critical path startpoint=flop, Log Warnings=25, total power density per cell area=194 nW/um^2, Final Cycle Share=62.0%, violation tally from detailed-route iteration zero=1,232, setup repair after global routing missed its margin=false, diodes inserted=0, Hold Buf Count CTS=0, dpl hpwl=44,200 microns, switching component of the power=1190 uW, floorplan-stage core utilization=50.9%, Clock Pin Slew Worst Setup and Hold Paths=60 ps, count of TritonRoute iterations in the first routing pass=5, Final Max-Slew Violation Tally=0, Reg2Reg Depth=6, tally of max-capacitance violations=0, number of endpoints with negative hold slack in the final report=0, number of antenna violations at the first check in global routing=2, Post-Syn Instances=1,316, die y size=218 microns, setup slack of the most critical reg-to-reg path=7490 ps, final tally of setup violations=0, layout cell share with drive strength beyond 1=25.0%, most common flop cell mapped by yosys=sky130_fd_sc_hd__edfxtp_1, actual slew at the worst max-slew pin=1020 ps, maximum buffer depth of the clock tree=3, Setup Total Neg Slack=0 ps, register share after synthesis=66.9%, cts repair resizes=0, most frequent cell after synthesis=sky130_fd_sc_hd__edfxtp_1, grt total ovfl=0, result of the run=finished clean, pin count of the biggest net entering global routing=82, max FFs per register=512, CTS tree=done, first-pass GRT wire length=102,000 microns, tightest slew margin relative to the limit=31.9%, data arrival at the endpoint of the critical path=4160 ps, drt total wl=69,400 microns, number of buffers inserted to repair setup after CTS=0, Placed Cells=1,910, total of warnings raised by yosys=1, fraction of post-synthesis cell area in the top cell type by area=66.9%, clock network power share=41.0%, Worst Skew=25.1 ps, chip area in the Yosys report=23,300 sq um, Worst Setup EP=q[5], origin of the critical flop-to-flop path=ram[12][1], area added between synthesis and finish=11.7%, average via count per standard cell=6.94, post-route ant nets=0, die area=47,400 sq um, worst hold margin=823 ps, worst hold path class=reg2reg, top fanout value on the critical path=13, Port Buf Inserts=23, number of storage elements in the synthesis netlist=518, CTS Root Buffer Type=sky130_fd_sc_hd__clkbuf_16, total leakage power=0.00822 uW, post-synth cell types=51, non-filler instance count after layout=2,009, destination of the worst register-to-register timing path=addr_reg[1], Period minus WS final=6140 ps
[per-layer routing]
layer  GRT usage, %  routed length (microns)  up-vias
met5           2.29                      138        -
met4           10.3                     2820        8
met3           21.8                    10900      174
met2           45.5                    30900     1011
met1           50.4                    24700     7096
li1               -                        -     5644
[power by group through the flow]
stage	logic [uW]	registers, uW	clock network, uW
after global routing	559	2450	2170
after CTS	525	2450	2090
final	530	2450	2070
[through the flow]
| stage | power, uW | util (%) | setup slack (ps) | instance area, sq um |
|---|---|---|---|---|
| final | 5050 | 56.9 | 3760 | 26000 |
| after global routing | 5180 | 56.9 | 3760 | 26000 |
| after floorplan | 2810 | - | 5890 | 23300 |
| after global placement | 3020 | 53.0 | 4580 | 24200 |
| after detailed placement | 3020 | 53.0 | 4430 | 24200 |
| after CTS | 5070 | 56.9 | 3860 | 26000 |
[cell families (layout without fill, tap and decap cells)]
kind of cell    count (synthesis)  in the layout  share of synthesized area, %
compound gates                254            254                          7.70
flops                         518            518                          66.9
buf+inv                       101            194                          2.38
simple gates                  188            188                          3.69
mux                           255            255                          19.4
[worst max-delay path, stage by stage, from the launching register on]
cell and delay (ps):
sky130_fd_sc_hd__edfxtp_1 690, sky130_fd_sc_hd__nor2_1 890, sky130_fd_sc_hd__nand2_1 600, sky130_fd_sc_hd__o22ai_1 400, sky130_fd_sc_hd__a211oi_1 160, sky130_fd_sc_hd__nand2_1 210, sky130_fd_sc_hd__o31ai_1 140, sky130_fd_sc_hd__clkdlybuf4s50_1 460
[cells in the final DEF, fill, tap and decap left out, types with 7 or more instances in the layout]
master / n
sky130_fd_sc_hd__a21oi_1: 42
sky130_fd_sc_hd__a211oi_1: 13
sky130_fd_sc_hd__mux2_2: 26
sky130_fd_sc_hd__a22oi_1: 35
sky130_fd_sc_hd__nand2b_1: 12
sky130_fd_sc_hd__buf_4: 72
sky130_fd_sc_hd__bufinv_16: 8
sky130_fd_sc_hd__mux2i_1: 73
sky130_fd_sc_hd__nor2b_1: 10
sky130_fd_sc_hd__o21ai_0: 33
sky130_fd_sc_hd__clkinvlp_4: 7
sky130_fd_sc_hd__buf_2: 8
sky130_fd_sc_hd__clkbuf_1: 7
sky130_fd_sc_hd__o22ai_1: 43
sky130_fd_sc_hd__o221ai_1: 9
sky130_fd_sc_hd__clkbuf_16: 55
sky130_fd_sc_hd__a221oi_1: 36
sky130_fd_sc_hd__nor2_1: 94
sky130_fd_sc_hd__clkinv_1: 13
sky130_fd_sc_hd__clkdlybuf4s50_1: 12
sky130_fd_sc_hd__o22a_1: 7
sky130_fd_sc_hd__nand2_1: 34
sky130_fd_sc_hd__edfxtp_1: 518
sky130_fd_sc_hd__mux4_2: 152
[how the worst min path moves through the flow]
stage,cells after the start,slack [ps],end,start
6_report,4,820,addr_reg[5],ram[35][5]
5_1_grt,4,870,addr_reg[5],ram[35][5]
4_1_cts,4,810,addr_reg[5],ram[35][5]
[area by class of cell]
class	count	area, sq um	area share (%)
flip-flops and latches	518	15600	59.8
multi-input cells	697	7160	27.5
clock buffers	62	1400	5.40
well taps	600	751	2.89
repair buffers	93	721	2.77
clock inverters	37	398	1.53
inverters	2	7.51	0.0289
Power figures rest on the tool's default switching activity, not on a simulated workload.
